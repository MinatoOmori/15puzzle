`run.sh`:
```
#!/bin/bash
# OpenROAD 26Q1-2900-gdf79404cd8, Yosys 0.63+post, stock flow scripts
make -C /OpenROAD-flow-scripts/flow DESIGN_CONFIG=/design/flow/config.mk WORK_HOME=/design/flow/orfs finish
```
`config.mk`:
```
export PLATFORM = sky130hd
export DESIGN_NAME = register_file
export DESIGN_NICKNAME = register_file
export VERILOG_FILES = /design/flow/design.v
export SDC_FILE = /design/flow/constraint.sdc
export NUM_CORES = 4
export LEC_CHECK = 1
export CORE_UTILIZATION = 30
```
`constraint.sdc`:
```
current_design register_file

set clk_period 7.5
set clk_io_pct 0.2

create_clock -name clk0 -period $clk_period [get_ports {clk}]

set non_clock_inputs [all_inputs -no_clocks]
set_input_delay [expr $clk_period * $clk_io_pct] -clock clk0 $non_clock_inputs
set_output_delay [expr $clk_period * $clk_io_pct] -clock clk0 [all_outputs]
```
`design.v`:
```
module register_file(
  input clk,
  input [5-1:0] raddr1,
  output [32-1:0] rdata1,
  input [5-1:0] raddr2,
  output [32-1:0] rdata2,
  input wenable,
  input [5-1:0] waddr,
  input [32-1:0] wdata
  );
  reg [32-1:0] data[32:0];
  assign rdata1 = data[raddr1];
  assign rdata2 = data[raddr2];
  wire should_write;
  assign should_write = wenable && |waddr;  
  always @(posedge clk) begin
    if (should_write)
      data[waddr] <= wdata;
  end
  initial begin
    data[0] = 0;
  end
endmodule
```
==> job_summary.md <==
### Yosys + OpenROAD results

| Metric | Value |
|---|---|
| Status | finished, final reports clean |
| Yosys Chip Area | 48800 um2 |
| Final Total Pwr | about 13 mW |
| FP Util | 30.3% |
| Root Driver | clkbuf_16 |
| PwrDens | 225 nW/um2 |
| Max-cap violations | 0 |
| Syn avg cell area | 14.4 um2 |
| Wire per inst | 26.6 um |
| Crit Path Category | input pin to primary output |
| Routability cong. | 0.863 |
| Register area | 30700 um2 |
| Tightest Hold Check Type | input pin to flop |
| Most frequent cells after synthesis | 1024 x edfxtp_1, 1024 x mux2i_1, 198 x nand2_1 |
| GRT Total Usage | 19.7% |
| Pleak | 20.4 nW |
| Post-synth seq share | 63.0% |
| Biggest area consumer among synthesized cells | edfxtp_1 |
| Synth unique cells | 27 |
| #FFs+latches synth | a little over 1k |
| Die Size | 164000 um2 |
| Final Instance Area | roughly 56000 um2 |
| Residual DRC | 0 |
| Setup TNS | 0 ns |
| Max FFs per register | 1024 |
| Cts hold-fix bufs | 0 |
| Sink Count | between 1k and 1.5k |
| OpenROAD warnings | 26 |
| Core Region | 161000 um2 |
| RSZ-0062 raised after global routing | false |
| Ys cells | 3392 |
| FMAX | 162 MHz |
| Dominant flop cell | edfxtp_1 |
| Post-synth EDFFs | 1024 |
| Post-cts sizing count | 0 |
| Worst Tran Pin Value | 1.11 ns |
| Clk buf depth | 3 |
| Iteration-0 DRC Markers | 2196 |
| Largest cells by area | edfxtp_1 63%, mux2i_1 21%, a22oi_1 3.0% |
| Mapped cell area | 48800 um2 |
| # port buffers | approximately 110 |
| CP startpoint kind | input pin |
| Die Span Y | 405 um |
| First-pass GRT wire length | 220000 um |
| Gate Area | 16900 um2 |
| Largest net degree at the start of global routing | 92 |
| Vias in the first global route | 32.3k |
| Via/cell ratio | between 5 and 6 |
| Clock transition at the registers of the reported paths | 0.06 ns |
| Syn-to-layout area delta | 15.2% |
| Vias post-DR | 30.9k |
| Crit path DAT | 4.67 ns |
| CP max FO | 22 |
| CP endpoint kind | primary output |
| Fin Hold WS | roughly 1.6 ns |
| Slew headroom | around a quarter |
| H-tree Lvls | 3 |
| Final ANT Viol Nets | 0 |
| Rows | about 150 |
| Top area contributor share | 63.0% |
| Num CTS Buffers | 104 |
| Layout cells sized above 1 | a little under a tenth |
| Fillers | ~15k |
| TritonCTS clock tree | yes |
| Slew Limit Fails | 0 |
| Post-Route WL | around 150000 um |
| Period minus WS final | 6.17 ns |
| Final Core Density | between 30% and 40% |
| Max IR drop VDD | 0.172 mV |
| Required @ worst endpoint | about 6 ns |
| DP HPWL | about 86000 um |
| DIE WIDTH | 405 um |
| Async SR Flop Fraction | 0% |
| Area after DPL | between 50000 and 60000 um2 |
| Yosys warns | 1 |
| Largest regs | data: 1024 flops |
| Postcts setup bufs | 0 |
| Boundary pin count | roughly 110 |
| Largest Register | data |
| Cycle use final | roughly 80% |
| Drt pass-1 iters | 6 |
| Final hold violation count | 0 |
| GRT overflow | 0 |
| # setup viols final | 0 |
| Post-Syn Instances | approximately 3.4k |
| Initial antenna violation count | 14 |
## worst max-delay path: stages
cell	delay, ns
clkdlybuf4s50_1	0.53
nor2_4	0.90
buf_4	0.44
buf_4	0.28
a22o_1	0.15
nor3_1	0.05
a31oi_1	0.22
nand3_1	0.15
clkdlybuf4s50_1	0.43
## metrics by stage
stage / worst slack [ns] / std cells
finish: 1.33 / 5782
global route: 1.23 / 5780
CTS: 1.38 / 5779
detailed placement: 1.40 / 5589
global placement: 1.39 / 5589
floorplan: 2.71 / 3423
## power breakdown
part | switching, mW | internal [mW]
sequential | 0.0323 | 6.38
clock | 2.21 | 2.84
combinational | 0.736 | 0.461
total | 2.98 | 9.69
## logic make-up (layout without fill, tap and decap cells)
| kind of cell | after synthesis | after routing | synth area share, % |
|---|---|---|---|
| AND-OR/OR-AND | 576 | 576 | 8.04 |
| other | 1 | 35 | 0.00768 |
| AND/OR/NAND/NOR | 513 | 513 | 4.77 |
| flip-flops | 1024 | 1024 | 63.0 |
| multiplexers | 1024 | 1024 | 21.0 |
| buffers and inverters | 254 | 450 | 3.16 |
## final cells by class
type                            instances  area share (%)
Sequential cell                      1024            54.7
Multi-Input combinational cell       2145            30.1
Clock buffer                          135            4.84
Tap cell                             2160            4.81
Timing Repair Buffer                  260            4.52
Clock inverter                         55            1.04
Antenna cell                            3          0.0134
## final timing paths
path              cells after the start  slack [ns]      endpoint      start
setup / recovery                      9        1.33    rdata2[27]  raddr2[2]
hold / removal                        2        1.59  data[30][18]  wdata[18]
## routing by layer
metal  up-vias  global-route usage [%]  wire length [um]
met5         -                   0.952               307
met4        26                    5.35              5010
met3       313                    12.3             22700
met2      1716                    29.1             69400
met1     15200                    24.3             56500
li1      13700                       -                 -
## placed cells by master, fill, tap and decap left out, drive strengths merged
master         netlist  routed
mux2i             1024    1024
edfxtp            1024    1024
nand2              198     198
nand3              193     193
a22oi              192     192
a21oi              192     192
buf                165     150
clkbuf              89     135
a22o               128     128
clkdlybuf4s50        0     110
nor3                70      70
a31oi               64      64
clkinv               0      44
conb                 1      32
nor2                27      27
nand2b               9       9
bufinv               0       8
nor2b                4       4
diode                0       3
and2                 2       2
or2                  2       2
nand4b               2       2
nor3b                2       2
clkinvlp             0       2
nand3b               1       1
and3b                1       1
nand4                1       1
or3                  1       1
inv                  0       1
Power and IR drop assume default switching activity.
