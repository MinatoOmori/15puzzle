**design.v**
```verilog
module memory(clk, rst_n, in, addr, we, out);
	input wire clk, rst_n; 
	input wire [7:0] in;
	input wire [7:0] addr;
	input wire we;
	output wire [7:0] out;
	reg [7:0] mem [255:0];
	wire [7:0] mem0, mem1, mem2, mem3, mem4, mem5, mem6, mem7;
always @(posedge clk) begin
	if (!rst_n) begin
	mem[0] <= 0;
	mem[1] <= 0;
	mem[2] <= 0;
	mem[3] <= 0;
	mem[4] <= 0;
	mem[5] <= 0;
	mem[6] <= 0;
	mem[7] <= 0;
	mem[8] <= 0;
	mem[9] <= 0;
	mem[10] <= 0;
	mem[11] <= 0;
	mem[12] <= 0;
	mem[13] <= 0;
	mem[14] <= 0;
	mem[15] <= 0;
	mem[16] <= 0;
	mem[17] <= 0;
	mem[18] <= 0;
	mem[19] <= 0;
	mem[20] <= 0;
	mem[21] <= 0;
	mem[22] <= 0;
	mem[23] <= 0;
	mem[24] <= 0;
	mem[25] <= 0;
	mem[26] <= 0;
	mem[27] <= 0;
	mem[28] <= 0;
	mem[29] <= 0;
	mem[30] <= 0;
	mem[31] <= 0;
	mem[32] <= 0;
	mem[33] <= 0;
	mem[34] <= 0;
	mem[35] <= 0;
	mem[36] <= 0;
	mem[37] <= 0;
	mem[38] <= 0;
	mem[39] <= 0;
	mem[40] <= 0;
	mem[41] <= 0;
	mem[42] <= 0;
	mem[43] <= 0;
	mem[44] <= 0;
	mem[45] <= 0;
	mem[46] <= 0;
	mem[47] <= 0;
	mem[48] <= 0;
	mem[49] <= 0;
	mem[50] <= 0;
	mem[51] <= 0;
	mem[52] <= 0;
	mem[53] <= 0;
	mem[54] <= 0;
	mem[55] <= 0;
	mem[56] <= 0;
	mem[57] <= 0;
	mem[58] <= 0;
	mem[59] <= 0;
	mem[60] <= 0;
	mem[61] <= 0;
	mem[62] <= 0;
	mem[63] <= 0;
	mem[64] <= 0;
	mem[65] <= 0;
	mem[66] <= 0;
	mem[67] <= 0;
	mem[68] <= 0;
	mem[69] <= 0;
	mem[70] <= 0;
	mem[71] <= 0;
	mem[72] <= 0;
	mem[73] <= 0;
	mem[74] <= 0;
	mem[75] <= 0;
	mem[76] <= 0;
	mem[77] <= 0;
	mem[78] <= 0;
	mem[79] <= 0;
	mem[80] <= 0;
	mem[81] <= 0;
	mem[82] <= 0;
	mem[83] <= 0;
	mem[84] <= 0;
	mem[85] <= 0;
	mem[86] <= 0;
	mem[87] <= 0;
	mem[88] <= 0;
	mem[89] <= 0;
	mem[90] <= 0;
	mem[91] <= 0;
	mem[92] <= 0;
	mem[93] <= 0;
	mem[94] <= 0;
	mem[95] <= 0;
	mem[96] <= 0;
	mem[97] <= 0;
	mem[98] <= 0;
	mem[99] <= 0;
	mem[100] <= 0;
	mem[101] <= 0;
	mem[102] <= 0;
	mem[103] <= 0;
	mem[104] <= 0;
	mem[105] <= 0;
	mem[106] <= 0;
	mem[107] <= 0;
	mem[108] <= 0;
	mem[109] <= 0;
	mem[110] <= 0;
	mem[111] <= 0;
	mem[112] <= 0;
	mem[113] <= 0;
	mem[114] <= 0;
	mem[115] <= 0;
	mem[116] <= 0;
	mem[117] <= 0;
	mem[118] <= 0;
	mem[119] <= 0;
	mem[120] <= 0;
	mem[121] <= 0;
	mem[122] <= 0;
	mem[123] <= 0;
	mem[124] <= 0;
	mem[125] <= 0;
	mem[126] <= 0;
	mem[127] <= 0;
	mem[128] <= 0;
	mem[129] <= 0;
	mem[130] <= 0;
	mem[131] <= 0;
	mem[132] <= 0;
	mem[133] <= 0;
	mem[134] <= 0;
	mem[135] <= 0;
	mem[136] <= 0;
	mem[137] <= 0;
	mem[138] <= 0;
	mem[139] <= 0;
	mem[140] <= 0;
	mem[141] <= 0;
	mem[142] <= 0;
	mem[143] <= 0;
	mem[144] <= 0;
	mem[145] <= 0;
	mem[146] <= 0;
	mem[147] <= 0;
	mem[148] <= 0;
	mem[149] <= 0;
	mem[150] <= 0;
	mem[151] <= 0;
	mem[152] <= 0;
	mem[153] <= 0;
	mem[154] <= 0;
	mem[155] <= 0;
	mem[156] <= 0;
	mem[157] <= 0;
	mem[158] <= 0;
	mem[159] <= 0;
	mem[160] <= 0;
	mem[161] <= 0;
	mem[162] <= 0;
	mem[163] <= 0;
	mem[164] <= 0;
	mem[165] <= 0;
	mem[166] <= 0;
	mem[167] <= 0;
	mem[168] <= 0;
	mem[169] <= 0;
	mem[170] <= 0;
	mem[171] <= 0;
	mem[172] <= 0;
	mem[173] <= 0;
	mem[174] <= 0;
	mem[175] <= 0;
	mem[176] <= 0;
	mem[177] <= 0;
	mem[178] <= 0;
	mem[179] <= 0;
	mem[180] <= 0;
	mem[181] <= 0;
	mem[182] <= 0;
	mem[183] <= 0;
	mem[185] <= 0;
	mem[185] <= 0;
	mem[186] <= 0;
	mem[187] <= 0;
	mem[188] <= 0;
	mem[189] <= 0;
	mem[190] <= 0;
	mem[191] <= 0;
	mem[192] <= 0;
	mem[193] <= 0;
	mem[194] <= 0;
	mem[195] <= 0;
	mem[196] <= 0;
	mem[197] <= 0;
	mem[198] <= 0;
	mem[199] <= 0;
	mem[200] <= 0;
	mem[201] <= 0;
	mem[202] <= 0;
	mem[203] <= 0;
	mem[204] <= 0;
	mem[205] <= 0;
	mem[206] <= 0;
	mem[207] <= 0;
	mem[208] <= 0;
	mem[209] <= 0;
	mem[210] <= 0;
	mem[211] <= 0;
	mem[212] <= 0;
	mem[213] <= 0;
	mem[214] <= 0;
	mem[215] <= 0;
	mem[216] <= 0;
	mem[217] <= 0;
	mem[218] <= 0;
	mem[219] <= 0;
	mem[220] <= 0;
	mem[221] <= 0;
	mem[222] <= 0;
	mem[223] <= 0;
	mem[224] <= 0;
	mem[225] <= 0;
	mem[226] <= 0;
	mem[227] <= 0;
	mem[228] <= 0;
	mem[229] <= 0;
	mem[230] <= 0;
	mem[231] <= 0;
	mem[232] <= 0;
	mem[233] <= 0;
	mem[234] <= 0;
	mem[235] <= 0;
	mem[236] <= 0;
	mem[237] <= 0;
	mem[238] <= 0;
	mem[239] <= 0;
	mem[240] <= 0;
	mem[241] <= 0;
	mem[242] <= 0;
	mem[243] <= 0;
	mem[244] <= 0;
	mem[245] <= 0;
	mem[246] <= 0;
	mem[247] <= 0;
	mem[248] <= 0;
	mem[249] <= 0;
	mem[250] <= 0;
	mem[251] <= 0;
	mem[252] <= 0;
	mem[253] <= 0;
	mem[254] <= 0;
	mem[255] <= 0;
	end else begin
		if (we) begin
			mem[addr] <= in;
		end else begin
			mem[addr] <= mem[addr];
		end
	end
end
assign out = mem[addr];
assign mem0 = mem[0];
assign mem1 = mem[1];
assign mem2 = mem[2];
assign mem3 = mem[3];
assign mem4 = mem[4];
assign mem5 = mem[5];
assign mem6 = mem[6];
assign mem7 = mem[7];
endmodule
```
**run.sh**
```bash
#!/bin/bash
# OpenROAD 26Q1-2900-gdf79404cd8, Yosys 0.63+post, stock flow scripts
make -C /OpenROAD-flow-scripts/flow DESIGN_CONFIG=/design/flow/config.mk WORK_HOME=/design/flow/orfs finish
```
**config.mk**
```make
export PLATFORM = sky130hd
export DESIGN_NAME = memory
export DESIGN_NICKNAME = memory
export VERILOG_FILES = /design/flow/design.v
export SDC_FILE = /design/flow/constraint.sdc
export NUM_CORES = 4
export LEC_CHECK = 1
export CORE_UTILIZATION = 50
```
**constraint.sdc**
```tcl
current_design memory

set clk_period 46.6
set clk_io_pct 0.2

create_clock -name clk0 -period $clk_period [get_ports {clk}]

set non_clock_inputs [all_inputs -no_clocks]
set_input_delay [expr $clk_period * $clk_io_pct] -clock clk0 $non_clock_inputs
set_output_delay [expr $clk_period * $clk_io_pct] -clock clk0 [all_outputs]
```
==> metrics.yaml <==
status: "finished clean"
num_vias: 54100
finalInstanceArea_mm2: 0.0988
cts_hold_buf: 0
finalSetupViolCount: 0
topCellsByArea: "edfxtp_1 69%, nor2_1 8.7%, mux4_2 8.6%"
r2r-end: "mem[186][6]"
timing.slew.headroom_pct: 20.7
firstDrtPassIters: 6
fin_ws_ns: 21.70
grt_max_degree: 106
syn_inst: 6526
gp_congestion: 0.960
setup_tns_ns: 0
path_clk_slew_ns: 0.06
cts_tree: "built"
timing.final.crit_period_ns: 24.90
syn_area_per_cell_um2: 13.7
viasPerCell: 6.04
first_global_vias: 56100
finalNonFillerCells: 8948
min_period_over_period_pct: 53.4
numSynthFlops: 2048
fp.coreArea_mm2: 0.178
cts_buffers: 208
p_leak_nw: 35.5
clkLatencyLatePin_ns: 0.87
grtUsageTotal_pct: 31.4
yosys.area.top_type: "edfxtp_1"
critPathArrivalTime_ns: 15.58
fmax_mhz: 40.2
worstMarginPinSlew_ns: 1.18
ioPinCount: 27
hold_path_class: "reg2reg"
startpoint: "addr[1]"
regMostFlops: "mem"
crit_path_end_kind: "output port"
r2r-start: "mem[51][6]"
cts_sinks: 2048
enable_flop_cells: 2048
critPathKind: "in2out"
post-place-ws_ns: 21.75
die.size.y_um: 426
largestRegisters: "mem x2048"
ys_cells: 6526
portBuffers: 26
placed_cells: 8564
drive_above_1_share_pct: 13.2
cts_setup_buffers: 0
hold_viol: 0
holdWs_ns: 1.30
warning_count: 29
crit_chain: "buf_8 > buf_4 > buf_4 > buf_4 > buf_4 > buf_4 > mux2i_1 > a22oi_1 > nand3_1 > a41oi_1 > or4_1 > nor2_1 > nor2_1 > clkdlybuf4s50_1"
die_x_um: 426
slowest_delay_ns: 0.80
initial_utilization_pct: 50.3
syn-cell-area_mm2: 0.0897
crit_path_start_kind: "primary input"
skew_ns: 0.0440
drt_iter0_drc: 4079
crit_path_top_delay_cell: "buf_4"
reg2reg_slack_ns: 41.20
drc: 0
ant_nets: 0
endpoint: "out[7]"
place_area_mm2: 0.0921
syn_to_final_growth_pct: 10.1
ir_worst_vdd_v: 0.0000333
yosysTopAreaCellShare_pct: 68.6
reg2reg_depth: 9
gr-total-overflow: 0
critPathRequiredTime_ns: 37.28
dp_hpwl_um: 159000
ff_type: "edfxtp_1"
drt-total-wl_um: 252000
grt_pass1_wl_um: 370000
htree_levels: 4
drv_cap: 0
ys_chip_area_mm2: 0.0897
die_area_mm2: 0.181
power_density_mw_per_mm2: 40.8
wire_per_inst_um: 28.1
yosys_warnings: 1
cpMostUsedCell: "buf_4"
rows: 155
cts_root_buffer: "clkbuf_16"
grt_antenna_before_repair: 5
rsz0062_at_grt: "no"
clockBufferDepth: 3
cts_resized: 0
synthDistinctLibCells: 55
slew_viol_final: 0
synth-async-reset-ratio_pct: 0
ys_seq_share_pct: 68.6
largest_register_ff_count: 2048
crit_fanout: 50
-- per-layer routing --
layer  vias up  wire length (µm)  global-route usage [%]
met2      2906            118000                    44.4
met4        16             10100                    9.65
met1     26900             87800                    44.5
met3       479             35900                    18.5
li1      23800                 -                       -
met5         -               394                    1.35
-- synth_stat cells, drive strengths merged (3+ instances only) --
library cell  number
mux4             344
a32o              11
a221oi            14
a22oi            246
a31oi              7
nand2b             8
nor2b              6
nand3            156
nor2            2091
o22ai              9
nor3              20
nand2            516
a41oi             14
nand4             27
a22o               6
o21ai              3
or4                7
clkbuf           203
and2              16
and3              13
and4               6
a21boi             9
inv                9
mux2i            369
a2111oi            3
edfxtp          2048
a21oi             13
a41o              18
buf              307
nor4               8
-- cells in the final DEF (no fill, tap or decap), drive strengths merged, types with 14 or more instances in the layout --
| cell type | count |
|---|---|
| a41oi | 14 |
| clkinv | 92 |
| mux2i | 369 |
| and2 | 16 |
| a22oi | 246 |
| inv | 18 |
| a41o | 18 |
| a221oi | 14 |
| nand4 | 27 |
| nor2 | 2091 |
| nand2 | 516 |
| mux4 | 344 |
| buf | 173 |
| clkdlybuf4s50 | 20 |
| clkbuf | 255 |
| bufinv | 15 |
| nor3 | 20 |
| nand3 | 156 |
| edfxtp | 2048 |
-- power breakdown --
group          switching (mW)  internal [mW]  leakage [nW]  total [mW]
Sequential             0.0180           2.08          21.3        2.10
Combinational           0.215         0.0836          11.0       0.299
Clock                   0.720          0.910          3.20        1.63
Total                   0.953           3.07          35.5        4.03
-- how the worst min path moves through the flow --
stage | from | to | slack, ns | depth (start not counted)
CTS | mem[110][4] | mem[129][4] | 1.30 | 6
finish | mem[108][4] | mem[129][4] | 1.30 | 6
global route | mem[110][4] | mem[129][4] | 1.35 | 6
-- worst max-delay path, delay by kind of cell --
family / cells / cell delay (ns)
multiplexers: 1 / 0.16
buffers and inverters: 7 / 4.25
AND-OR/OR-AND: 2 / 0.84
AND/OR/NAND/NOR: 4 / 0.81
-- final cells by class --
type | count | area (µm²)
fillers | 13900 | 79400
flip-flops and latches | 2048 | 61500
multi-input cells | 3957 | 26100
clock buffers | 255 | 5380
well taps | 2355 | 2950
repair buffers | 193 | 1580
clock inverters | 126 | 1250
inverters | 11 | 41.3
diodes | 3 | 7.51
-- logic make-up (layout without fill, tap and decap cells) --
kind of cell | count (synthesis) | after routing | synth area share, %
other cells | 0 | 3 | 0
buf+inv | 521 | 585 | 2.79
mux | 713 | 713 | 12.8
compound gates | 358 | 358 | 3.21
flops | 2048 | 2048 | 68.6
simple gates | 2886 | 2886 | 12.7
-- stage by stage --
step / power, mW / util (%)
floorplan: 2.32 / -
global placement: 2.43 / 51.7
detailed placement: 2.44 / 51.7
CTS: 4.05 / 55.4
global route: 4.14 / 55.4
finish: 4.03 / 55.4
Power and IR drop assume default switching activity.
